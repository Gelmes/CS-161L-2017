===== flow/config.mk =====
export PLATFORM = sky130hd
export DESIGN_NAME = BCDtoBinary
export DESIGN_NICKNAME = BCDtoBinary
export VERILOG_FILES = /design/flow/design.v
export SDC_FILE = /design/flow/constraint.sdc
export NUM_CORES = 4
export LEC_CHECK = 1
export CORE_UTILIZATION = 50

===== flow/design.v =====
`timescale 1ns / 1ps
`timescale 1ns / 1ps
`timescale 1ns / 1ps
`timescale 1ns / 1ps
`timescale 1ns / 1ps
module BCDtoBinary(in, out);
input wire [32-1:0] in;
output wire [32-1:0] out;
assign out =   (in[3:0]    + 
				(10      * in[7:4])   + 
				(100     * in[11:8])  + 
				(1000    * in[15:12]) +
				(10000   * in[19:16]) +
				(100000  * in[23:20]) +
				(1000000 * in[27:24])) |
				(in[28] << 31);
;
endmodule

===== flow/constraint.sdc =====
current_design BCDtoBinary

set clk_period 9.7
set clk_io_pct 0.2

create_clock -name clk0 -period $clk_period

set non_clock_inputs [all_inputs -no_clocks]
set_input_delay [expr $clk_period * $clk_io_pct] -clock clk0 $non_clock_inputs
set_output_delay [expr $clk_period * $clk_io_pct] -clock clk0 [all_outputs]

===== flow/run.sh =====
#!/bin/bash
# OpenROAD 26Q1-2900-gdf79404cd8, Yosys 0.63+post, stock flow scripts
make -C /OpenROAD-flow-scripts/flow DESIGN_CONFIG=/design/flow/config.mk WORK_HOME=/design/flow/orfs finish

==> flow_summary.yaml <==
# synthesis and place-and-route metrics
run_status:
  status: "completed"
critical_path:
  worstSetupPathType: "input pin to output port"
  max_stage_delay_ps: 580
  arrival_ps: 7630
  crit_fanout: 3
  cp-end-kind: "output port"
  cp_slowest_cell: "fa_1"
  cp_common_cell: "fa_1"
  startpoint_type: "input pin"
  crit_buf_inv: 7
  critical_path.top_delay_family: "adder cells"
  cp.required_ps: 7760
  crit_path_cell_trace: "dlygate4sd2_1 > fa_1 > inv_2 > fa_1 > inv_1 > ha_4 > buf_4 > xnor2_2 > fa_1 > fa_1 > inv_1 > fa_1 > ha_1 > a21o_1 > a221oi_2 > buf_4 > o21ai_2 > a41oi_2 > o21ai_1 > xor2_1 > clkdlybuf4s50_1"
route:
  num_vias: 3451
  drtPass1Iterations: 4
  antenna-diode-count: 0
  highest_layer: "met3"
  wl_met3_um: 516
  wl_per_cell_um: 12.3
  ant_nets: 0
  viasPerCell: 4.86
  drcViolationCount: 0
  wl_um: 8720
  met1Wirelength_um: 4730
  drt_iter0_drc: 59
  wl_met2_um: 3470
logic_synthesis:
  area_leaders: "ha_1 35%, fa_1 24%, inv_1 8.4%, xnor2_1 5.1%, a21oi_1 3.5%"
  yosys_area_um2: 4440
  synth.avg_cell_area_um2: 8.87
  synth_cells: 501
  yosysUniqueCellTypes: 45
  yosysTopAreaCell: "ha_1"
  ys_cells: 501
  postSynthSeqShare_pct: 0
  yosys_warnings: 0
  synth_area_um2: 4440
  synth.top_cell.area_share_pct: 34.9
final_layout:
  drive_gt1_share_pct: 15.8
  finalInstanceArea_um2: 5700
  final_cell_mix: "116 x ha_1, 95 x inv_1, 57 x buf_4"
  synthToLayoutAreaGrowth_pct: 28.2
  flops: 0
  flop_area_um2: 0
  layout_top_cell: "ha_1"
  clkbuf_count: 0
final_timing:
  rsz0062_at_grt: "true"
  finalHoldViolCount: 0
  fin_hold_ws_ps: 3880
  finalCriticalPeriod_ps: 9570
  fin_crit_sh_pct: 98.6
  setup_viol: 0
  max_freq_ghz: 0.105
  maxSlewViolCount: 0
floorplan:
  io_pins: 64
  core-area_um2: 8680
  fp.dieW_um: 96.3
  fp-row-count: 34
  chip_area_um2: 9270
  fp_util_pct: 51.2
  chipHeight_um: 96.3
place:
  placed_area_um2: 5460
  dp_hpwl_um: 7950
  port_buffers: 51
  place.gp.congestion: 0.881
flow_run:
  warning_count: 50
  max_cap_violations: 0
global_route:
  grt_use_total_pct: 21.9
  antenna_found_initial: 0
  grt_max_degree: 9
  grt-ovfl-total: 0
  grt_pass1_vias: 3428
  grt_pass1_wl_um: 15300
cts:
  cts_hold_buf: 0
worst_hold_path:
  hp-class: "input pin to output port"
==> what timing repair did <==
action	in CTS	in global routing
setup buffers	1	0
endpoints found under the setup margin	12	11
resized	17	28
pin swaps	27	17
==> cell usage after synthesis (2+ instances only) <==
cell and number:
a211oi_1 4, a21o_1 16, a21oi_1 31, a31oi_1 3
and2_1 2, and3_1 3, buf_4 8, clkbuf_1 4
fa_1 54, ha_1 124, inv_1 99, nand2_1 21
nand2b_1 3, nand3_1 5, nand4_1 2, nor2_1 19
nor2b_1 4, nor3_1 4, o211ai_1 3, o21a_1 3
o21ai_0 15, o21ai_1 6, o21bai_1 4, o31ai_1 2
xnor2_1 26, xor2_1 17
==> metrics by stage <==
step	TNS (ps)	worst slack (ps)	util, %	instances
finish	0	132	65.6	710
global route	-289	-95.9	65.6	710
CTS	0	63.3	64.2	710
detailed placement	-2560	-391	62.9	709
global placement	-3070	-402	62.9	709
floorplan	0	723	-	506
==> per-layer routing <==
| metal | GRT usage [%] | vias to the layer above |
|---|---|---|
| li1 | - | 1871 |
| met1 | 37.6 | 1519 |
| met2 | 30.6 | 61 |
| met3 | 5.30 | 0 |
| met4 | 0 | 0 |
| met5 | 0 | - |
==> area by class of cell <==
cell class | count | area, um^2
Tap cell | 108 | 135
Timing Repair Buffer | 109 | 958
Inverter | 99 | 372
Multi-Input combinational cell | 394 | 4230
Fill cell | 708 | 2980
==> worst paths after layout <==
kind	from	to	slack [ps]	cells past startpoint
setup / recovery	in[15]	out[20]	130	21
hold / removal	in[0]	out[0]	3880	0
==> kinds of logic after synthesis <==
group,after synthesis,share of synthesized area (%)
simple gates,66,6.98
mux,1,0.225
fa+ha+maj,178,59.2
other cells,1,0.0844
xor+xnor,43,8.47
buf+inv,112,10.2
compound gates,100,14.8
