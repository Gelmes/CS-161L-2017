**flow/design.v**
```verilog
`timescale 1ns / 1ps
`timescale 1ns / 1ps
`timescale 1ns / 1ps
`timescale 1ns / 1ps
`timescale 1ns / 1ps
module CAM_Array(
    clk,
    rst,
    we_decoded_row_address,
    search_word,
    dont_care_mask,
    decoded_match_address
    );
   parameter CAM_WIDTH = 8;
   parameter CAM_DEPTH = 8;
   input wire clk, rst;
   input wire [CAM_DEPTH-1:0] we_decoded_row_address;
   input wire [CAM_WIDTH-1:0] search_word, dont_care_mask;
   output wire [CAM_DEPTH-1:0] decoded_match_address;	 
	genvar i;
	generate
		for(i=0; i < CAM_DEPTH; i = i+1) begin : block
			CAM_Row #(CAM_WIDTH) u (
					clk, rst,
					we_decoded_row_address[i],
					search_word,
					dont_care_mask,
					decoded_match_address[i]
					);
		end
	endgenerate
endmodule
`timescale 1ns / 1ps
module CAM_Row(
    clk,
    rst,
    we,
    search_word,
    dont_care_mask,
	 row_match
);
   parameter CAM_WIDTH = 8;
   input wire clk, rst, we;
   input wire [CAM_WIDTH-1:0] search_word, dont_care_mask;
   output wire row_match;
	wire [CAM_WIDTH:0] match;
	assign match[0] = 1'b1;  
	genvar i;
	generate
		for(i=0; i < CAM_WIDTH; i=i+1) begin : block
			STCAM_Cell u (clk, rst, we,
						search_word[i],
						dont_care_mask[i],
						match[i],
						match[i+1]);
		end
	endgenerate
	assign row_match = match[CAM_WIDTH];
endmodule
`timescale 1ns / 1ps
module CAM_Wrapper (
      input wire clk , 
      input wire rst , 
      input wire [CAM_DEPTH-1 : 0]  we_decoded_row_address , 
      input wire [CAM_WIDTH-1 : 0]  search_word , 
      input wire [CAM_WIDTH-1 : 0]  dont_care_mask , 
      output wire [CAM_WIDTH-1 : 0] decoded_match_address 
    );
parameter CAM_DEPTH = 8 ;
parameter CAM_WIDTH = 8 ;
reg rst_buffered ; 
reg[CAM_DEPTH-1 : 0] we_decoded_row_address_buffered ;
reg[CAM_WIDTH-1 : 0] search_word_buffered ;
reg[CAM_WIDTH-1 : 0] dont_care_mask_buffered ; 
wire[CAM_DEPTH-1 : 0] decoded_match_address_sig ;  
reg [CAM_DEPTH-1 : 0] decoded_match_address_buffered ;  
CAM_Array # (CAM_DEPTH,CAM_WIDTH) CAMArray( 
   .clk (clk) ,
   .rst (rst_buffered ) ,
   .we_decoded_row_address ( we_decoded_row_address_buffered ) ,
   .search_word ( search_word_buffered ) ,
   .dont_care_mask ( dont_care_mask_buffered ) ,
   .decoded_match_address ( decoded_match_address_sig ) 
);
assign decoded_match_address = decoded_match_address_buffered ;
always @( posedge clk ) begin  
	rst_buffered <= rst ;
	we_decoded_row_address_buffered <= we_decoded_row_address ;
	search_word_buffered <= search_word ;
	dont_care_mask_buffered <= dont_care_mask ;
	decoded_match_address_buffered <= decoded_match_address_sig ;
end 
endmodule
`timescale 1ns / 1ps
module STCAM_Cell(
    input clk,
    input rst,
    input we,
    input cell_search_bit,
    input cell_dont_care_bit,
    input cell_match_bit_in,
    output cell_match_bit_out
);
reg ff  = 1'b0;  
reg dc  = 1'b0;  
always @(posedge clk, posedge rst) begin
	if (rst == 1'b1) begin
		ff <= 1'b0;
		dc <= 1'b0;
	end else if(we == 1'b1) begin
		ff <= cell_search_bit;
		dc <= cell_dont_care_bit;
	end	
end
assign cell_match_bit_out = ((ff == cell_search_bit) | dc) & cell_match_bit_in;
endmodule
```
**flow/run.sh**
```bash
#!/bin/bash
# OpenROAD 26Q1-2900-gdf79404cd8, Yosys 0.63+post, stock flow scripts
make -C /OpenROAD-flow-scripts/flow DESIGN_CONFIG=/design/flow/config.mk WORK_HOME=/design/flow/orfs finish
```
**flow/config.mk**
```make
export PLATFORM = sky130hd
export DESIGN_NAME = CAM_Wrapper
export DESIGN_NICKNAME = CAM_Wrapper
export VERILOG_FILES = /design/flow/design.v
export SDC_FILE = /design/flow/constraint.sdc
export NUM_CORES = 4
export LEC_CHECK = 1
export CORE_UTILIZATION = 40
```
**flow/constraint.sdc**
```tcl
current_design CAM_Wrapper

set clk_period 2.4
set clk_io_pct 0.2

create_clock -name clk0 -period $clk_period [get_ports {clk}]

set non_clock_inputs [all_inputs -no_clocks]
set_input_delay [expr $clk_period * $clk_io_pct] -clock clk0 $non_clock_inputs
set_output_delay [expr $clk_period * $clk_io_pct] -clock clk0 [all_outputs]
```
==> flow_summary.yaml <==
# generated from flow reports
run_status:
  status: "completed"
drt:
  vias_per_cell: 4.85
  drt_iter0_drc: 128
  drc: 0
  first_pass_iters: 4
  diodes: 0
  wl_microns: 11000
  antenna_left: 0
  wire_per_inst_microns: 16.3
  route.vias.total: 3259
clock_network:
  cts_tree: "yes"
  cts_sinks: 161
  cts_buffers: 17
  cts_max_level: 4
  cts-root-buf: "clkbuf_16"
  max-clock-path-buffers: 2
  postCtsResizedCells: 0
  post_cts_buffers: 0
  clk_latency_ns: 0.42
  hold_buffers: 0
  cts.clk_slew.worst_paths_ns: 0.07
power:
  total_leakage_power_nw: 2.91
  p_sw_w: 0.00150
  combPwrFrac_pct: 9.6
  peakVddDrop_mv: 0.487
  internal_power_w: 0.00504
  pwr-share-seq_pct: 49.0
  swShare_pct: 22.9
  p_clk_share_pct: 41.4
  powerDensity_mw_per_mm2: 884
synthesis:
  synth_cell_types: 13
  syn_avg_cell_area_sq_um: 15.0
  ys_cells: 426
  syn_inst: 426
  yosysWarnings: 2
  yosysChipArea_sq_mm: 0.00640
  ys_seq_share_pct: 60.4
  ys_seq_elements: 161
  netlist_area_sq_mm: 0.00640
worst_setup_path:
  r2r_start: "search_word_buffered[4]"
  cp_data_arrival_time_ns: 2.04
  required_ns: 2.68
  r2r_cells: 3
  startpoint_type: "flop"
  setup.worst_path.class: "reg2reg"
  crit_path_end_kind: "flop"
  r2r_end: "decoded_match_address_buffered[0]"
  r2r_slack_ns: 0.64
  worstPathMaxFanout: 16
final_layout:
  layout-drive-gt1-share_pct: 33.8
  syn_to_final_growth_pct: 15.7
  fill_cells: 1329
grt:
  gr-total-overflow: 0
  antenna_found_initial: 0
  grt_pass1_wl_microns: 18900
  grt_pass1_vias: 3398
  grt_max_degree: 58
  grt_usage_pct: 15.7
flow_run:
  cap_viol_max_count: 0
  warnings: 25
sta:
  finalHoldViolCount: 0
  holdWs_ns: 0.267
  tns_ns: 0
  fmax_ghz: 0.568
  final.setup_skew_ns: 0.00890
  slew_violations: 0
  rsz0062_at_grt: "no"
  setup_viol: 0
  worst_pin_slew_ns: 0.800
  slew_headroom_pct: 46.6
  fin_crit_sh_pct: 73.4
  fin_crit_ns: 1.76
place:
  port_buffers: 33
  hpwlAfterDp_microns: 7310
  gp_congestion: 0.751
floorplan:
  die_area_sq_mm: 0.0165
  die_y_microns: 128
  io_pins: 34
  die_w_microns: 128
  core-area_sq_mm: 0.0154
  rows: 45
  fp_util_pct: 41.5
min_path:
  hold_class: "reg2async"
## registers in the layout (all words and copies together), names as in the netlist
register	count
we_decoded_row_address_buffered	8
CAMArray.block.u.block.u.dc	64
CAMArray.block.u.block.u.ff	64
dont_care_mask_buffered	8
rst_buffered	1
decoded_match_address_buffered	8
search_word_buffered	8
## kinds of logic (layout without fill, tap and decap cells)
kind of cell	Yosys count	after routing	share of synthesized area, %
xor gates and xnor gates	64	64	9.11
and+or+nand+nor	8	8	1.08
AOI/OAI and AO/OA	32	32	3.13
muxes	128	128	22.5
DFF	161	161	60.4
buffers and inverters	33	68	3.76
## metrics by stage
stage	instances	util [%]	instance area (sq um)	power [W]	setup slack [ns]
after floorplan	426	-	6400	0.00369	0.483
final	672	48.0	7400	0.00654	0.639
after CTS	672	48.0	7400	0.00664	0.615
after global routing	672	48.0	7400	0.00686	0.455
after global placement	640	44.1	6800	0.00388	0.774
after detailed placement	640	44.1	6800	0.00390	0.710
## routing by layer
metal / vias to the layer above / part of all wire [%] / track usage, %
met3: 12 / 3.2 / 3.47
met5: - / 0 / 0
met2: 38 / 45 / 23.1
met4: 0 / 1.6 / 2.01
met1: 1670 / 50 / 25.8
li1: 1539 / - / -
## layout make-up
cell class | instances | area (sq um) | area share [%]
Clock buffer | 19 | 443 | 5.98
Clock inverter | 13 | 163 | 2.20
Inverter | 1 | 7.51 | 0.101
Multi-Input combinational cell | 232 | 2290 | 31.0
Sequential cell | 161 | 3860 | 52.2
Tap cell | 211 | 264 | 3.57
Timing Repair Buffer | 35 | 370 | 5.00
## worst max-delay path, cell delays in order (launching register included)
cell and delay (ns):
dfxtp_1 0.80, xnor2_1 0.20, o22ai_1 0.14, nor4_1 0.47
## Yosys cell counts
cell type	n	share of area (%)
inv_1	1	0.059
dfxtp_1	33	10
xnor2_2	3	0.76
mux2_1	12	2.1
buf_4	3	0.35
buf_2	18	1.4
dfrtp_1	128	50
xnor2_1	61	8.4
buf_6	11	1.9
o22ai_1	32	3.1
nor4_2	3	0.59
mux2_2	116	20
nor4_1	5	0.49
## power groups by stage
stage | registers, W | clock network [W] | logic [W]
4_1_cts | 0.00321 | 0.00278 | 0.000643
5_1_grt | 0.00325 | 0.00291 | 0.000696
6_report | 0.00321 | 0.00271 | 0.000630
## layout by cell type, fill, tap and decap left out, drive strengths merged
cell and count:
clkinvlp 4, buf 2, dfrtp 128, nor4 8, clkdlybuf4s50 33, clkbuf 19
dfxtp 33, mux2 128, o22ai 32, clkinv 7, xnor2 64, bufinv 3
## worst max path at each step
stage | startpoint | to | slack, ns | cells after the start
after CTS | decoded_match_address_buffered[2] | decoded_match_address[2] | 0.62 | 1
after global routing | search_word_buffered[4] | decoded_match_address_buffered[0] | 0.46 | 3
final | search_word_buffered[4] | decoded_match_address_buffered[0] | 0.64 | 3
Power is estimated from default activity; no workload was simulated.
