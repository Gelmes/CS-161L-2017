<file path="/design/flow/run.sh">
#!/bin/bash
# OpenROAD 26Q1-2900-gdf79404cd8, Yosys 0.63+post, stock flow scripts
make -C /OpenROAD-flow-scripts/flow DESIGN_CONFIG=/design/flow/config.mk WORK_HOME=/design/flow/orfs finish
</file>
<file path="/design/flow/config.mk">
export PLATFORM = sky130hd
export DESIGN_NAME = ID_stage
export DESIGN_NICKNAME = ID_stage
export VERILOG_FILES = /design/flow/design.v
export SDC_FILE = /design/flow/constraint.sdc
export NUM_CORES = 4
export LEC_CHECK = 1
export CORE_UTILIZATION = 50
</file>
<file path="/design/flow/constraint.sdc">
current_design ID_stage

set clk_period 9.3
set clk_io_pct 0.2

create_clock -name clk0 -period $clk_period [get_ports {clk}]

set non_clock_inputs [all_inputs -no_clocks]
set_input_delay [expr $clk_period * $clk_io_pct] -clock clk0 $non_clock_inputs
set_output_delay [expr $clk_period * $clk_io_pct] -clock clk0 [all_outputs]
</file>
<file path="/design/flow/design.v">
`timescale 1ns / 1ps
`timescale 1ns / 1ps
`timescale 1ns / 1ps
`timescale 1ns / 1ps
`timescale 1ns / 1ps
`timescale 1ns / 1ps
module control_unit(
 input wire [5:0] instr_op ,
 output reg reg_dst ,
 output reg branch ,
 output reg mem_read ,
 output reg mem_to_reg ,
 output reg [1:0] alu_op ,
 output reg mem_write ,
 output reg alu_src ,
 output reg reg_write 	
);
always @(*) begin
	reg_dst     = 0;
   branch      = 0;
   mem_read    = 0;
   mem_to_reg  = 0;
   alu_op      = 0;
   mem_write   = 0;
   alu_src     = 0;
   reg_write   = 0;
	case(instr_op) 
		6'b000000: begin
			reg_dst    = 1;
         reg_write  = 1;
         alu_op     = 2;
			end
		6'b001000: begin
			alu_src    = 1;
         reg_write  = 1;
			end
		6'b100011: begin
			alu_src    = 1;
         mem_to_reg = 1;
         reg_write  = 1;
         mem_read   = 1;
			end
		6'b101011: begin
			alu_src    = 1;
			mem_write  = 1;			
			end
		6'b000100: begin
			reg_dst  = 1;
			branch   = 1;
         alu_op   = 1;			
			end
		default: branch = 0;
	endcase
end
endmodule
`timescale 1ns / 1ps
module ID_stage(
	clk,
	rst,
	instruction,
	write_data,
	in_reg_write,
	reg_dst,
	branch,
	mem_read,
	mem_to_reg,
	alu_op,
	mem_write,
	alu_src,
	reg_write,
	read_data_1,
	read_data_2,
	sign_extend,
	write_reg_addr
);
input wire clk;
input wire rst;
input wire [31:0] instruction;
input wire [31:0] write_data;
input wire [4:0] write_reg_addr;
input wire in_reg_write;
output wire reg_dst;
output wire branch;
output wire mem_read;
output wire mem_to_reg;
output wire [1:0] alu_op;
output wire mem_write;
output wire alu_src;
output wire reg_write;
output wire [31:0] read_data_1;
output wire [31:0] read_data_2;
output wire [31:0] sign_extend;
control_unit id_ctrl( 
	.instr_op(instruction[31-:6]),
	.reg_dst(reg_dst),
	.branch(branch),
	.mem_read(mem_read),
	.mem_to_reg(mem_to_reg),
	.alu_op(alu_op),
	.mem_write(mem_write),
	.alu_src(alu_src),
	.reg_write(reg_write)
);
cpu_registers id_registers(
	 .clk(clk),	
    .rst(rst), 
    .reg_write(in_reg_write) ,
    .read_register_1(instruction[25:21]) ,
    .read_register_2(instruction[20:16]) , 
    .write_register(write_reg_addr) , 
    .write_data(write_data)    ,  
    .read_data_1(read_data_1)  ,   
    .read_data_2(read_data_2)  
);
assign sign_extend[31:0] = $signed(instruction[15:0]);
endmodule
`timescale 1ns / 1ps
module cpu_registers(
	 clk,	
    rst , 
    reg_write ,
    read_register_1 ,
    read_register_2 , 
    write_register , 
    write_data    ,  
    read_data_1  ,   
    read_data_2  
    );
input wire clk, rst ,reg_write ; 
input wire [4:0] read_register_1; 
input wire [4:0] read_register_2 ; 
input wire [4:0]  write_register; 
input wire [32-1:0] write_data ; 
output wire [32-1:0] read_data_1 ; 
output wire [32-1:0] read_data_2 ; 
reg [32-1:0] RFILE [32-1:0];
integer i;
assign read_data_1 = RFILE[read_register_1] ; 
assign read_data_2 = RFILE[read_register_2] ; 
always @( posedge clk  )
begin 
       if ( rst )  begin 
	     for (i = 0; i < 32; i = i +1) begin
			RFILE[i] <= { 32 {1'b0} } ; 
	     end 
       end else begin 
	     if (reg_write) begin 
			RFILE[write_register] <= write_data ;				
	     end 	
         end 
end 
endmodule
</file>
==> flow_metrics.py <==
# Metrics from the implementation run
metrics = {
    "status": {
        "status": "finished clean",
    },
    "power_and_ir_drop": {
        "swShare_pct": 26.0,
        "switchingPower_uw": 2860,
        "ir_worst_vdd_uv": 152,
        "p_seq_share_pct": 49.5,
        "p_clk_share_pct": 37.9,
        "power.density_mw_per_mm2": 177,
        "combPwrFrac_pct": 12.6,
        "cellLeakagePower_uw": 0.0242,
        "internal_power_uw": 8150,
    },
    "place": {
        "dp_hpwl_mm": 113,
        "placed_area_mm2": 0.0588,
        "gp_congestion": 0.901,
        "io_buffers": 128,
    },
    "synthesis": {
        "ys_types": 34,
        "netlist_area_mm2": 0.0567,
        "ys_ff": 1024,
        "yosys_area_mm2": 0.0567,
        "syn_area_per_cell_um2": 12.1,
        "ys_seq_share_pct": 54.3,
        "async_flop_share_pct": 0,
        "yosys_warnings": 2,
        "synthCells": 4687,
        "synthFlopType": "edfxtp_1",
        "edf_count": 1024,
        "ys_cells": 4687,
    },
    "finish": {
        "largest_reg_flops": 1024,
        "top_register": "id_registers.RFILE",
        "areaGrowthSynthToFinish_pct": 9.74,
        "top_regs": "id_registers.RFILE: 1024 flops",
        "layout-drive-gt1-share_pct": 8.25,
        "register_area_mm2": 0.0307,
        "comb_area_mm2": 0.0235,
        "nFillCells": 9155,
        "stdcell_area_mm2": 0.0622,
    },
    "floorplanning": {
        "fp_util_pct": 50.4,
        "die_h_um": 339,
        "io_pins": 177,
        "dieArea_mm2": 0.115,
        "rows": 123,
        "core_area_mm2": 0.112,
        "die_x_um": 339,
    },
    "sta": {
        "maxSlewHeadroom_pct": 36.2,
        "hold_slack_ns": 2.09,
        "fin_crit_sh_pct": 76.4,
        "clock.fmax_mhz": 141,
        "setup_viol": 0,
        "grt_setup_unrepaired": "no",
        "slew_viol_final": 0,
        "worst_pin_slew_ns": 0.955,
        "fin_crit_ns": 7.10,
        "setup_tns_ns": 0,
        "hold_viol_final": 0,
    },
    "setup_path": {
        "crit_family": "buffers and inverters",
        "cp_slowest_cell": "nor2b_4",
        "cp_cell_sequence": "clkdlybuf4s50_1 > nor2b_4 > buf_12 > a22o_1 > nor3_1 > a31oi_1 > nand3_1 > clkdlybuf4s50_1",
        "cp.arrival_ns": 5.24,
        "end_kind": "output pin",
        "setup.worst_path.end": "read_data_2[5]",
        "cp-start-kind": "primary input",
        "critPathRequiredTime_ns": 7.44,
        "crit_top_cell": "clkdlybuf4s50_1",
        "crit_type": "primary input to output pin",
        "crit_path_max_incr_delay_ns": 0.85,
        "crit_fanout": 47,
        "critPathBufInv": 3,
        "crit_cells": 8,
        "crit_start": "instruction[18]",
    },
    "grt": {
        "grt_max_degree": 88,
        "antenna_found_initial": 14,
        "grtUsageTotal_pct": 39.4,
        "grt_pass1_vias": 39300,
        "grt_pass1_wl_mm": 290,
        "gr-total-overflow": 0,
    },
    "flow_run": {
        "drv_cap": 0,
        "tool_warnings": 26,
    },
    "drt": {
        "detail-route-antenna-nets": 0,
        "post_drt_wl_per_cell_um": 33.6,
        "drc": 0,
        "drt_wl_total_mm": 209,
        "vias_per_cell": 6.25,
        "drt_first_pass_iters": 6,
        "vias": 38800,
        "drt_iter0_markers": 2824,
    },
    "clock_tree": {
        "postCtsHoldBufs": 0,
        "cts-root-buf": "clkbuf_16",
        "path_clk_slew_ns": 0.06,
        "cts_buffers": 111,
        "h-tree-depth": 3,
        "cts.repair.resized": 0,
        "postCtsSetupRepairBufs": 0,
        "cts_buffer_depth": 3,
        "cts_tree": "done",
        "cts_sinks": 1024,
    },
    "worst_hold_path": {
        "hp-class": "primary input to flip-flop",
    },
}
==> logic make-up after synthesis <==
family	count (synthesis)	share of synthesized area, %
multiplexers	1024	18.1
flip-flops	1024	54.3
AND-OR/OR-AND	578	6.95
buffers and inverters	483	4.60
AND/OR/NAND/NOR	1578	16.1
==> stage by stage <==
| stage | power (µW) | setup slack, ns | instances | utilization [%] |
|---|---|---|---|---|
| 2_1_floorplan | 6300 | 4.52 | 4687 | - |
| 3_3_place_gp | 6900 | 2.32 | 5987 | 52.3 |
| 3_5_place_dp | 6900 | 2.32 | 5987 | 52.3 |
| 4_1_cts | 11000 | 2.31 | 6191 | 55.3 |
| 5_1_grt | 11300 | 2.09 | 6192 | 55.3 |
| 6_report | 11000 | 2.20 | 6209 | 55.3 |
==> how the worst min path moves through the flow <==
stage,start,end,slack [ns],cells past startpoint
6_report,write_data[31],id_registers.RFILE[24][31]$_SDFFCE_PN0P_,2.09,3
4_1_cts,write_data[15],id_registers.RFILE[23][15]$_SDFFCE_PN0P_,2.06,3
5_1_grt,write_data[31],id_registers.RFILE[31][31]$_SDFFCE_PN0P_,2.11,3
==> layout by cell type (no fill, tap or decap), types with 126 or more instances in the layout <==
master	Yosys	routed
a22oi_1	192	192
edfxtp_1	1024	1024
nand2_1	197	195
and2_1	1027	1025
a21oi_1	192	192
clkdlybuf4s50_1	0	126
a22o_1	128	128
buf_4	111	139
nand3_1	194	194
mux2i_1	1024	1024
==> area by class of cell <==
| class | instances | share of cell area (%) |
|---|---|---|
| flip-flops and latches | 1024 | 49.5 |
| multi-input cells | 3180 | 37.8 |
| clock buffers | 138 | 4.66 |
| repair buffers | 282 | 4.24 |
| well taps | 1500 | 3.02 |
| clock inverters | 66 | 0.710 |
| diodes | 18 | 0.0724 |
| inverters | 1 | 0.00604 |
==> power groups by stage <==
stage                 combinational (µW)  clock, µW  sequential, µW
after CTS                           1370       4210            5450
after global routing                1450       4380            5480
final                               1390       4170            5450
==> Yosys cell counts, types with 36 or more instances <==
| cell type | n | area share [%] |
|---|---|---|
| nor3_1 | 66 | 0.58 |
| edfxtp_1 | 1024 | 54 |
| buf_6 | 36 | 0.72 |
| nand2_1 | 197 | 1.3 |
| buf_4 | 111 | 1.5 |
| and2_1 | 1027 | 11 |
| clkbuf_1 | 222 | 1.5 |
| a21oi_1 | 192 | 1.7 |
| a22o_1 | 128 | 2.0 |
| mux2i_1 | 1024 | 18 |
| nand3_1 | 194 | 1.7 |
| a31oi_1 | 64 | 0.71 |
| buf_2 | 48 | 0.42 |
| a22oi_1 | 192 | 2.5 |
==> tightest hold or removal path, stage by stage <==
cell	delay, ns
clkdlybuf4s50_1	0.40
buf_4	0.21
and2_1	0.16
==> layer usage <==
metal	share of wire, %	wire, µm	global-route usage, %
met1	35	72700	50.0
met2	44	92900	55.9
met3	14	30300	23.3
met4	6.1	12800	18.4
met5	0.070	147	0.375
Power is estimated from default activity; no workload was simulated.
